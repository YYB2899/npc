File: /design/flow/design.v
module alu(      
    input wire [31:0] r1,       
    input wire [31:0] r2,         
    input wire [3:0] sub,              
    output reg [31:0] sum,      
    output reg overflow,
    input wire alu_enable  
);      
    reg [32:0] temp_sum;      
    reg [31:0] r2_complement;    
    reg [31:0] s;
always @(*) begin  
    if(!alu_enable) begin
    	    sum = 32'b0;
    	    overflow = 1'b0;
            temp_sum = 33'b0;
            r2_complement = 32'b0;
            s = 32'b0;
        end
    else begin  
    case(sub)   
        4'b0000: begin    
            temp_sum = {1'b0, r1} + {1'b0, r2};    
            sum = temp_sum[31:0];      
            r2_complement = 32'b0; 
            overflow = (~sum[31]&r1[31]&r2[31]) | (sum[31]&(~r1[31])&(~r2[31]));
            s = 32'b0;
        end    
        4'b0001: begin    
            r2_complement = ~r2 + 1'b1;    
            temp_sum = {1'b0, r1} + {1'b0, r2_complement};  
            sum = temp_sum[31:0];    
   	    overflow =  (~sum[31]&r1[31]&(~r2[31])) | (sum[31]&(~r1[31])&r2[31]);
   	    s = 32'b0;
        end    
        4'b0010: begin    
            sum = ~r1;   
            temp_sum = 33'b0;
            r2_complement = 32'b0;
            overflow = 1'b0;
            s = 32'b0;
        end    
        4'b0011: begin  
            sum = r1 & r2;  
            temp_sum = 33'b0;
            r2_complement = 32'b0; 
            overflow = 1'b0;
            s = 32'b0;
        end  
        4'b0100: begin  
            sum = r1 | r2;   
            temp_sum = 33'b0;
            r2_complement = 32'b0; 
            overflow = 1'b0;
            s = 32'b0;
        end  
        4'b0101: begin  
            sum = r1 ^ r2;  
            temp_sum = 33'b0; 
            r2_complement = 32'b0;
            overflow = 1'b0;
            s = 32'b0;
        end  
        4'b0110: begin   
            r2_complement = ~r2 + 1'b1;    
            temp_sum = {1'b0, r1} + {1'b0, r2_complement};  
            s = temp_sum[31:0];    
   	    overflow =  (~s[31]&r1[31]&(~r2[31])) | (s[31]&(~r1[31])&r2[31]);
   	    sum = (r1[31] ^ r2[31]) ? (r1[31] ? 32'b1 : 32'b0) :  (temp_sum[31] ? 32'b1 : 32'b0); 
        end   
	4'b0111: begin   
    	    temp_sum = {1'b0, r1} - {1'b0, r2};   
    	    sum = temp_sum[32] ? 32'b1 : 32'b0;   
    	    r2_complement = 32'b0;
    	    overflow = 1'b0;
    	    s = 32'b0;
	end  
	4'b1000: begin   
            sum = r1 << r2[4:0];           
            temp_sum = 33'b0;      
            r2_complement = 32'b0;     
            overflow = 1'b0;   
            s = 32'b0;                
        end
	4'b1001: begin   
            sum = r1 >> r2[4:0];           
            temp_sum = 33'b0;
            r2_complement = 32'b0;
            overflow = 1'b0;
            s = 32'b0;
        end
	4'b1010: begin   
            sum = $signed(r1) >>> r2[4:0];  
            temp_sum = 33'b0;
            r2_complement = 32'b0;
            overflow = 1'b0;
            s = 32'b0;
        end
        4'b1011: begin 
            sum = (r1 == r2) ? 32'b1 : 32'b0;   
    	    temp_sum = 33'b0;
            r2_complement = 32'b0;
            overflow = 1'b0;
            s = 32'b0;
        end
        4'b1100: begin sum = 32'b0;temp_sum = 33'b0;r2_complement = 32'b0;overflow = 1'b0;s = 32'b0;end
        4'b1101: begin sum = 32'b0;temp_sum = 33'b0;r2_complement = 32'b0;overflow = 1'b0;s = 32'b0;end
        4'b1110: begin sum = 32'b0;temp_sum = 33'b0;r2_complement = 32'b0;overflow = 1'b0;s = 32'b0;end
        4'b1111: begin sum = 32'b0;temp_sum = 33'b0;r2_complement = 32'b0;overflow = 1'b0;s = 32'b0;end
    endcase   
    end
    end    
endmodule
File: /design/flow/run.sh
#!/bin/bash
# OpenROAD 26Q1-2900-gdf79404cd8, Yosys 0.63+post, stock flow scripts
make -C /OpenROAD-flow-scripts/flow DESIGN_CONFIG=/design/flow/config.mk WORK_HOME=/design/flow/orfs finish
File: /design/flow/config.mk
export PLATFORM = sky130hd
export DESIGN_NAME = alu
export DESIGN_NICKNAME = alu
export VERILOG_FILES = /design/flow/design.v
export SDC_FILE = /design/flow/constraint.sdc
export NUM_CORES = 4
export LEC_CHECK = 1
export CORE_UTILIZATION = 30
File: /design/flow/constraint.sdc
current_design alu

set clk_period 18.0
set clk_io_pct 0.2

create_clock -name clk0 -period $clk_period

set non_clock_inputs [all_inputs -no_clocks]
set_input_delay [expr $clk_period * $clk_io_pct] -clock clk0 $non_clock_inputs
set_output_delay [expr $clk_period * $clk_io_pct] -clock clk0 [all_outputs]
==> flow_summary.yaml <==
# synthesis and place-and-route metrics
layout:
  ff_latch_area_um2: 0
  post_route_cells_drive_above_1_share: 0.0999
  nFlopsAndLatches: 0
  clock_buffers: 0
  area_delta_synth_final_pct: 14.0
  most-common-layout-cells: "145 x sky130_fd_sc_hd__nor2_1, 119 x sky130_fd_sc_hd__a21oi_1, 100 x sky130_fd_sc_hd__nand2_1"
  comb_area_um2: 8160
  final.fill_count: 3109
  lay_top_count: "sky130_fd_sc_hd__nor2_1"
status:
  outcome: "completed"
die:
  pin_count: 102
  dieHeight_um: 175
  design.core.area_um2: 29100
  initial_utilization: 0.309
  horizontal_die_dimension_um: 175
  placement_rows: 62
  design.die.area_um2: 30600
power:
  finalPower_mw: 0.317
  ir_worst_vdd_mv: 0.0112
  cell_internal_power_mw: 0.129
  p_sw_mw: 0.188
  swShare: 0.594
  cellPowerDensity_nw_per_um2: 31.0
  leakagePower_nw: 4.07
routing:
  avgViaCountPerCell: 6.15
  avgRoutedWirePerCell_um: 23.9
  route.antenna.remaining_nets: 0
  drt_pass1_iterations: 6
  dr_total_vias: 10300
  wirelength_um: 40100
  dr_iter_0_viols: 930
  drcViolationCount: 0
global_route:
  vias_in_the_first_global_route: 9620
  antenna_found_initial: 2
  track_usage: 0.264
  grt_overflow_total: 0
  grt_first_pass_wirelength_um: 60400
  grt_start_max_net_pins: 60
timing:
  min_period_ps: 13200
  grt_setup_unrepaired: "false"
  setup_tns_after_final_layout_ps: 0
  max-slew-margin-rel: 0.297
  setup-violations-final: 0
  hold_viol: 0
  worstMarginPinSlew_ps: 1030
  timing.fmax_mhz: 75.7
  final_min_period_over_clock_period: 0.734
  finalMaxSlewViolations: 0
worst_setup_path:
  critical_path.top_delay_family: "AND-OR/OR-AND gates"
  critPathMaxStageDelay_ps: 660
  arrival_ps: 9600
  slowest_stage: "sky130_fd_sc_hd__ha_1"
  timing_worst_setup_path_type: "in -> out"
  required_ps: 14400
  critical_path.endpoint_type: "output pin"
  timing.critical_path.cells: "clkdlybuf4s50_1 > buf_4 > clkinv_1 > ha_1 > o21bai_1 > a211oi_4 > a2111oi_2 > o211ai_2 > a21o_1 > a21oi_1 > o22ai_1 > fa_1 > inv_1 > mux2i_1 > a22oi_1 > a221oi_1 > nand2_1 > o221a_2 > clkdlybuf4s50_1"
  critical_path.n_buffers_inverters: 5
  cp_max_fo: 45
  start_kind: "input pin"
  cpMostUsedCell: "sky130_fd_sc_hd__clkdlybuf4s50_1"
  timing.critical_path.depth: 19
clock_tree:
  hold_buffers: 0
  cts_setup_buffers: 0
  cts_resized: 0
logic_synthesis:
  post_synth_inst_count: 1261
  synthesis.area_um2: 8980
  ys.warnings.count: 1
  post_synth_num_cell_types: 86
  postSynthSeqShare: 0
  synth.yosys.num_cells: 1261
  yosys.stat.chipArea_um2: 8980
  synth_area_per_cell_um2: 7.12
job:
  drv_cap: 0
  openroad.warnings: 97
placement:
  dpl.hpwl_um: 30900
  finalWeightedCongestion: 1.03
  io_buffer_count: 102
hold_path:
  hold_path_class: "in -> out"
  worst_hold_path.num_cells: 4
## power groups by stage
stage	Clock, mW	Combinational, mW	Sequential [mW]
5_1_grt	0	0.342	0
4_1_cts	0	0.312	0
## cell usage after synthesis, drive strengths merged, types with 7 or more instances
cell type	instances	share of area
a2111oi	9	0.012
a211oi	29	0.028
a21o	17	0.014
a21oi	119	0.066
a221oi	28	0.029
a22o	8	0.0078
a31oi	11	0.0077
buf	44	0.028
clkbuf	55	0.023
ha	97	0.14
inv	99	0.041
mux2	7	0.0088
mux2i	40	0.045
mux4	57	0.14
nand2	100	0.042
nand2b	13	0.0091
nand3	17	0.0095
nor2	146	0.061
nor2b	8	0.0056
nor3	34	0.019
nor4	12	0.0091
o2111ai	9	0.0088
o211ai	15	0.014
o21a	8	0.0067
o21ai	81	0.046
o21bai	19	0.016
o221ai	8	0.0085
o22ai	21	0.015
o31ai	7	0.0064
or3	11	0.0077
xnor2	34	0.033
xor2	11	0.011
## cell families (layout without fill, tap and decap cells)
kind of cell               count (synthesis)  in the layout  share of synthesized area
AOI/OAI and AO/OA                        438            438                      0.336
and+or+nand+nor                          375            375                      0.189
buffers and inverters                    199            229                     0.0931
muxes                                    104            104                      0.196
adders and majority gates                100            100                      0.142
xor gates and xnor gates                  45             45                     0.0439
other                                      0              1                          0
## area by class of cell
| cell class | instances | share of cell area |
|---|---|---|
| Antenna cell | 1 | 0.000245 |
| Inverter | 100 | 0.0367 |
| Multi-Input combinational cell | 1062 | 0.798 |
| Tap cell | 384 | 0.0469 |
| Timing Repair Buffer | 129 | 0.119 |
## path summary, 6_finish.rpt
check	from	end	slack [ps]
worst min-delay path	r2[31]	overflow	8340
worst max-delay path	r2[4]	sum[31]	4800
## metrics by stage
step	instance area, um2	hold slack, ps	util	setup slack (ps)	cells
floorplan	8980	7300	-	6670	1261
global placement	10200	8310	0.352	5080	1675
detailed placement	10200	8330	0.352	4930	1675
CTS	10200	8330	0.352	4900	1675
global route	10200	8380	0.352	4460	1675
finish	10200	8340	0.352	4800	1676
## metal layers
layer | GRT usage | part of all wire
met4 | 0.0529 | 0.025
met2 | 0.405 | 0.45
met1 | 0.387 | 0.43
met5 | 0 | 0.00025
met3 | 0.0544 | 0.095
Power is estimated from default activity; no workload was simulated.
