## design/flow/config.mk

```make
export PLATFORM = sky130hd
export DESIGN_NAME = pc
export DESIGN_NICKNAME = pc
export VERILOG_FILES = /design/flow/design.v
export SDC_FILE = /design/flow/constraint.sdc
export NUM_CORES = 4
export LEC_CHECK = 1
export CORE_UTILIZATION = 30
```

## design/flow/constraint.sdc

```tcl
current_design pc

set clk_period 12.0
set clk_io_pct 0.2

create_clock -name clk0 -period $clk_period [get_ports {clk}]

set non_clock_inputs [all_inputs -no_clocks]
set_input_delay [expr $clk_period * $clk_io_pct] -clock clk0 $non_clock_inputs
set_output_delay [expr $clk_period * $clk_io_pct] -clock clk0 [all_outputs]
```

## design/flow/design.v

```verilog
module pc (
    input wire        clk,
    input wire        rst,
    output reg [31:0] pc,
    input [31:0]      imm,
    input [31:0]      sum,
    input [2:0]       b_type,
    input             is_b,
    input [31:0]      rs1_data,
    input wire        is_jal,
    input wire        is_jalr,
    output wire [31:0] pc_jal
);
    wire [31:0] next_pc;
assign next_pc = 
    is_jalr ? (rs1_data + imm) & ~32'b1 :   
    (is_jal || 
     (is_b && 
      ((b_type == 3'b001 && sum == 32'b1) ||   
       (b_type == 3'b010 && sum != 32'b1) ||   
       (b_type == 3'b011 && sum == 32'b1) ||   
       (b_type == 3'b100 && sum != 32'b1) ||   
       (b_type == 3'b101 && sum == 32'b1) ||   
       (b_type == 3'b110 && sum != 32'b1))))   
    ? pc + imm : pc + 4;
    always @(posedge clk or posedge rst) begin
        if (rst) pc <= 32'h80000000;
        else pc <= next_pc;
    end
    assign pc_jal = pc + 4;
endmodule
```

## design/flow/run.sh

```bash
#!/bin/bash
# OpenROAD 26Q1-2900-gdf79404cd8, Yosys 0.63+post, stock flow scripts
make -C /OpenROAD-flow-scripts/flow DESIGN_CONFIG=/design/flow/config.mk WORK_HOME=/design/flow/orfs finish
```

==> Slide: Implementation Results <==
Implementation Results

Cells and area
  • Top cells excl fill/tap: clkdlybuf4s50_1, nand2_1, a21oi_1
  • Largest register FFs: 32
  • Most numerous logic cell after layout: clkdlybuf4s50_1
  • Reg with most FFs: pc
  • Top flop regs: pc x32
  • Layout cells sized above 1: 4.21%
  • Util after Layout: 42.8%
  • Area grow syn2layout: 38.3%

Global route
  • Initial antenna violation count: 0
  • First-pass GRT wire length: 30000 µm
  • GR Overflow Total: 0
  • Largest net degree at the start of global routing: 44
  • GR peak layer: met2
  • Met1 Use GR: 32.3%
  • Vias in the first global route: 5533
  • Total GRT Usage: 21.3%
  • Global Route met3 Usage: 2.48%
  • M2 GR Usage: 32.9%

Logic synthesis
  • Synth Warn #: 1
  • Cell Area, Synth: 0.00537 mm²
  • Max-area cell share: 14.4%
  • FFs w/ async S/R, synth: 100%
  • Number of enable flip-flop cells: 0
  • Yosys cell count: 694
  • Yosys chip area: 0.00537 mm²
  • Synth cell types: 73
  • Mapped Cells: 694
  • Synth top area cells: dfrtp_1, ha_1, xnor2_1
  • Synth flops: 32
  • Seq share, synth: 14.9%
  • Yosys top cell by area: dfrtp_1
  • Synthesized area per cell: 7.74 µm²
  • Commonest flop: dfrtp_1

Setup path
  • Worst path max stage delay: 530 ps
  • Setup crit start kind: register
  • Critical path type: register to output pin
  • Critical path fanouts, max: 6
  • Slowest-stage cell, CP: clkdlybuf4s50_1
  • Buffers & Inverters on Critical Path: 1
  • Critical Path, Cell by Cell: ha_1, nand2_1, nor3_2, nand3_1, nor2_1, and4_1, xor2_1, clkdlybuf4s50_1
  • Crit-path leading delay family: simple AND/OR/NAND/NOR gates
  • Crit path required time: 9600 ps
  • Crit path DAT: 3170 ps
  • CP Capture Type: output pin

Place
  • HPWL Detailed: 15900 µm
  • Final GP Congestion: 0.963
  • # port buffers: 167

Power
  • Pwr dens: 148 mW/mm²
  • Max VDD drop: 0.0701 mV
  • Leak: 3.08 nW
  • Power consumption: 1.10 mW

Clock network
  • Clock Sinks: 32
  • CTS Hold Buffers Added: 0
  • Clk root buf: clkbuf_16
  • Post-cts resize count: 0
  • Clock transition at path regs: 60 ps
  • Postcts setup bufs: 0
  • TritonCTS Buffers: 5
  • CTS tree: done
  • H-Tree Depth: 2
  • Clock latency (worst-skew pair): 290 ps
  • Clock Path Buffers: 2

Timing
  • Relative slew slack: 49.4%
  • Final clock skew: 7.98 ps
  • Setup violators final: 0
  • Hold_ws: 585 ps
  • Fin Setup TNS: 0 ps
  • Slew Limit Fails: 0
  • RSZ-0062 raised after global routing: false
  • Crit share post-route: 46.5%
  • Worst-Margin Slew: 739 ps
  • Crit path time final: 5570 ps
  • Final Hold Vio Count: 0
  • Max Clock Freq: 179 MHz

Die
  • Die Span Y: 136 µm
  • Chip area: 0.0184 mm²
  • Num ports: 168
  • Rows: 48
  • Chip width: 136 µm
  • Area of the core: 0.0174 mm²
  • Fp util: 30.9%

Detailed routing
  • Wire length per cell: 17.9 µm
  • Starting DRT DRC Count: 406
  • Iteration tally of the first detailed-router pass: 6
  • Vias per cell: 5.35
  • DRC: 0
  • Detail Route Antenna Nets: 0
  • Antenna cells: 0
  • Total number of vias: 5786
  • WL final: 19400 µm

Hold path
  • Type of the worst min-delay path: register to register

Outcome
  • Outcome: finished clean

Job
  • Max_cap viols: 0
  • Tool warning count: 25
-- layer usage --
| metal | share of wire, % | vias to the layer above |
|---|---|---|
| met2 | 45 | 180 |
| li1 | - | 2931 |
| met5 | 0 | - |
| met3 | 5.5 | 17 |
| met4 | 1.4 | 0 |
| met1 | 48 | 2658 |
-- cell type report --
class	count	area, µm²
sequential	32	802
clock inverter	3	23.8
inverter	21	78.8
tap	225	282
clock buffer	5	125
timing repair buffer	172	1710
multi-input combinational	623	4410
fill	1734	9930
-- cells in the mapped netlist (6+ instances only) --
cell type  count
nor2_1        44
and4_1         9
nor4_1         8
dfrtp_1       31
a31oi_1        8
a211oi_1       7
nand2_1       78
o21a_1         6
ha_1          62
nand2b_1      15
o21bai_1       6
o21ai_0       39
nor3_1        12
mux2i_1       10
xnor2_1       50
inv_1         21
o211ai_1      13
xor2_1        25
a21o_1        34
clkbuf_1       9
a21oi_1       68
nand4_1       11
o31ai_1        6
and3_1        14
buf_2          6
nand3_1       18
-- metrics by stage --
step                      instances  setup slack (ps)  instance area (µm²)
after floorplan                 694              7320                 5370
after detailed placement       1073              6470                 7280
final                          1081              6430                 7430
after CTS                      1081              6480                 7430
after global routing           1081              6320                 7430
after global placement         1073              6520                 7280
-- where the power goes --
group	switching (mW)	internal [mW]	total, mW
Sequential	0.0655	0.144	0.209
Combinational	0.362	0.397	0.759
Clock	0.0547	0.0773	0.132
Total	0.482	0.619	1.10
-- worst paths after layout --
kind,startpoint,end,slack (ps),depth (start not counted)
min in group asynchronous,rst,pc[7],2540,3
worst max register to register,pc[6],pc[25],8860,9
worst min-delay path,pc[0],pc[0],590,2
max in group asynchronous,rst,pc[31],9110,3
worst min register to register,pc[0],pc[0],590,2
worst max-delay path,pc[2],pc_jal[28],6430,8
-- logic make-up after synthesis --
logic type / count (synthesis) / share of synthesized area (%)
compound gates: 240 / 30.9
flops: 32 / 14.9
fa+ha+maj: 64 / 15.2
buf+inv: 39 / 3.03
xor+xnor: 75 / 12.2
simple gates: 232 / 21.5
mux: 12 / 2.28
-- worst reg2reg max path, stage by stage, from the launching register on --
cell	delay, ps
dfrtp_1	460
ha_1	450
a2111oi_4	350
o21ai_2	120
a211oi_2	400
nor3b_2	130
nor3_1	400
o221ai_1	220
mux2i_1	310
a2bb2oi_1	210
Power figures rest on the tool's default switching activity, not on a simulated workload.
