### design/flow/design.v
module control_unit(
	input [31:0] instruction,
	output [31:0] imm,
	output [4:0] rs1,
	output [4:0] rs2,
	output [4:0] rd,
	output       reg_write, 
	output       alu_src, 
	output [3:0] alu_ctrl, 
	output       wb_src,  
	output       alu_enable,  
	output       alu_r1,  
	output       is_jal,  
	output       is_jalr,  
	output [2:0] b_type,  
	output       is_b,     
	output [2:0] is_load,  
	output [2:0] is_store  
);
	wire [6:0] opcode = instruction[6:0];
	wire [2:0] funct3 = instruction[14:12];
	wire [6:0] funct7 = instruction[31:25];
   assign imm = (opcode == 7'b0110111) ? {instruction[31:12], 12'b0} :                
             (opcode == 7'b0010111) ? {instruction[31:12], 12'b0} :                
             (opcode == 7'b0010011) ? 
                 (funct3 == 3'b000) ? {{20{instruction[31]}}, instruction[31:20]} :   
                 (funct3 == 3'b001) ? {{27{1'b0}}, instruction[24:20]} :            
                 (funct3 == 3'b010) ? {{20{instruction[31]}}, instruction[31:20]} :   
                 (funct3 == 3'b011) ? {{20{instruction[31]}}, instruction[31:20]} :   
                 (funct3 == 3'b100) ? {{20{instruction[31]}}, instruction[31:20]} :   
                 (funct3 == 3'b101) ? 
                     (funct7 == 7'b0000000) ? {{27{1'b0}}, instruction[24:20]} :      
                     (funct7 == 7'b0100000) ? {{27{1'b0}}, instruction[24:20]} :      
                     32'b0 :                                                         
                 (funct3 == 3'b110) ? {{20{instruction[31]}}, instruction[31:20]} :   
                 (funct3 == 3'b111) ? {{20{instruction[31]}}, instruction[31:20]} :   
                 32'b0 :                                                            
             (opcode == 7'b1101111) ? {{11{instruction[31]}}, instruction[31], instruction[19:12], instruction[20], instruction[30:21], 1'b0} :  
             (opcode == 7'b1100111) ? {{20{instruction[31]}}, instruction[31:20]} :      
             (opcode == 7'b1100011) ? {{20{instruction[31]}}, instruction[7], instruction[30:25], instruction[11:8], 1'b0 } :	 
    	     (opcode == 7'b0000011) ? {{20{instruction[31]}}, instruction[31:20]} :  
    	     (opcode == 7'b0100011) ? {{20{instruction[31]}}, instruction[31:25], instruction[11:7]} :  
    	     32'b0;
    assign rs1 = instruction[19:15];
    assign rs2 = instruction[24:20];
    assign rd  = instruction[11:7];
    assign reg_write = (opcode == 7'b0110111) |                           
                     (opcode == 7'b0010111) |                           
                     (opcode == 7'b0010011) |                           
                     (opcode == 7'b1101111) |                           
                     (opcode == 7'b1100111) |                           
                     (opcode == 7'b0110011) |				 
                     (opcode == 7'b0000011);
    assign alu_src = (opcode == 7'b0010011) |   		     
    		   (opcode == 7'b1100111) |                           
    		   (opcode == 7'b1101111) |			      
    		   (opcode == 7'b0010111) |                            
    		   (opcode == 7'b0000011) |		              
    		   (opcode == 7'b0100011);			     
    assign alu_ctrl = 
     (opcode == 7'b0110011) ? 
        (funct3 == 3'b000 && funct7 == 7'b0000000) ? 4'b0000 :  
        (funct3 == 3'b000 && funct7 == 7'b0100000) ? 4'b0001 :  
        (funct3 == 3'b111 && funct7 == 7'b0000000) ? 4'b0011 :  
        (funct3 == 3'b110 && funct7 == 7'b0000000) ? 4'b0100 :  
        (funct3 == 3'b100 && funct7 == 7'b0000000) ? 4'b0101 :  
        (funct3 == 3'b010 && funct7 == 7'b0000000) ? 4'b0110 :  
        (funct3 == 3'b011 && funct7 == 7'b0000000) ? 4'b0111 :  
        (funct3 == 3'b001 && funct7 == 7'b0000000) ? 4'b1000 :  
        (funct3 == 3'b101 && funct7 == 7'b0000000) ? 4'b1001 :  
        (funct3 == 3'b101 && funct7 == 7'b0100000) ? 4'b1010 :  
        4'b0000 :  
     (opcode == 7'b0010011) ?
        (funct3 == 3'b000) ? 4'b0000 :  
        (funct3 == 3'b010) ? 4'b0110 :  
        (funct3 == 3'b011) ? 4'b0111 :  
        (funct3 == 3'b100) ? 4'b0101 :  
        (funct3 == 3'b110) ? 4'b0100 :  
        (funct3 == 3'b111) ? 4'b0011 :  
        (funct3 == 3'b001 && funct7 == 7'b0000000) ? 4'b1000 :  
        (funct3 == 3'b101 && funct7 == 7'b0000000) ? 4'b1001 :  
        (funct3 == 3'b101 && funct7 == 7'b0100000) ? 4'b1010 :  
        4'b0000 :  
    (opcode == 7'b1100011) ?
    	(funct3 == 3'b000) ? 4'b1011 :  
    	(funct3 == 3'b001) ? 4'b1011 :  
    	(funct3 == 3'b100) ? 4'b0110 :  
    	(funct3 == 3'b101) ? 4'b0110 :  
    	(funct3 == 3'b110) ? 4'b0111 :  
    	(funct3 == 3'b111) ? 4'b0111 :  
        4'b0000 :
    (opcode == 7'b0000011) ?
    	4'b0000 :
    (opcode == 7'b0100011) ?
    	4'b0000 :
    4'b0000;
    assign wb_src = (opcode == 7'b0110111);
    assign alu_enable = (opcode != 7'b0110111) |  
    			(opcode != 7'b1101111) |  
    			(opcode != 7'b1100111);   
    assign alu_r1 = (opcode == 7'b0010111);  
    assign is_jal = (opcode == 7'b1101111); 
    assign is_jalr = (opcode == 7'b1100111);
    assign b_type = 
      (opcode == 7'b1100011) ?
    	(funct3 == 3'b000) ? 3'b001 :  
    	(funct3 == 3'b001) ? 3'b010 :  
    	(funct3 == 3'b100) ? 3'b011 :  
    	(funct3 == 3'b101) ? 3'b100 :  
    	(funct3 == 3'b110) ? 3'b101 :  
    	(funct3 == 3'b111) ? 3'b110 :  
        3'b000 :
      3'b000;
    assign is_b = (opcode == 7'b1100011);
    assign is_load = (opcode == 7'b0000011) ? funct3 : 3'b111;
    assign is_store = (opcode == 7'b0100011) ? funct3 : 3'b111;
endmodule	
### design/flow/run.sh
#!/bin/bash
# OpenROAD 26Q1-2900-gdf79404cd8, Yosys 0.63+post, stock flow scripts
make -C /OpenROAD-flow-scripts/flow DESIGN_CONFIG=/design/flow/config.mk WORK_HOME=/design/flow/orfs finish
### design/flow/config.mk
export PLATFORM = sky130hd
export DESIGN_NAME = control_unit
export DESIGN_NICKNAME = control_unit
export VERILOG_FILES = /design/flow/design.v
export SDC_FILE = /design/flow/constraint.sdc
export NUM_CORES = 4
export LEC_CHECK = 1
export CORE_AREA = 10 10 76 76
export DIE_AREA = 0 0 86 86
### design/flow/constraint.sdc
current_design control_unit

set clk_period 4.6
set clk_io_pct 0.2

create_clock -name clk0 -period $clk_period

set non_clock_inputs [all_inputs -no_clocks]
set_input_delay [expr $clk_period * $clk_io_pct] -clock clk0 $non_clock_inputs
set_output_delay [expr $clk_period * $clk_io_pct] -clock clk0 [all_outputs]
==> impl_metrics.json <==
{
  "ir_drop_v": 0.00002653,
  "flop-count": 0,
  "min_path_type": "in -> out",
  "detail-route-antenna-nets": 0,
  "hpwlAfterDp_um": 4199,
  "grt_pass1_wl_um": 8411,
  "drc": 0,
  "core_area_mm2": 0.004115,
  "fillCellCount": 422,
  "clockBufferCount": 0,
  "worst_setup_path_end_kind": "output pin",
  "wl_per_cell_um": 16.62,
  "comb_area_um2": 989.7,
  "seqCellArea_um2": 0,
  "dr_total_vias": 1530,
  "whs_path_depth": 2,
  "cts.repair.resized": 0,
  "use_met1": 0.1716,
  "syn_inst": 172,
  "drive_gt1_frac": 0.07968,
  "worstHoldEndpoint": "rs1[2]",
  "powerDensity_mw_per_mm2": 53.03,
  "slew_headroom": 0.6397,
  "required_ps": 3680,
  "ys_cells": 172,
  "grt_usage": 0.1334,
  "gr-total-overflow": 0,
  "routabilityCongestion": 0.8392,
  "post_cts_buffers": 0,
  "leakage_uw": 0.0009102,
  "wl_um": 5002,
  "fin_cells": 301,
  "ys_area_mm2": 0.001207,
  "fin_crit_sh": 0.9140,
  "drv_cap": 0,
  "yosysWarnings": 0,
  "finalSetupViolations": 0,
  "num_io_pins": 100,
  "crit_path_max_fanout": 18,
  "avgSynthCellArea_um2": 7.020,
  "grt_max_degree": 19,
  "top_usage_layer": "met2",
  "lay_top_count": "clkdlybuf4s50_1",
  "dpl_cell_area_mm2": 0.002122,
  "vias_per_cell": 5.083,
  "finalHoldViolCount": 0,
  "warnings": 35,
  "drtIter0Drc": 105,
  "ys_seq_frac": 0,
  "setup_tns_ps": 0,
  "placedCellCount": 301,
  "rsz0062_at_grt": "false",
  "first_pass_iters": 4,
  "tightest_slew_ps": 538.8,
  "outcome": "finished clean",
  "met3_usage": 0.07054,
  "critPathKind": "in -> out",
  "most-common-layout-cells": "clkdlybuf4s50_1, a21o_1, nor2_1",
  "final_area_mm2": 0.002122,
  "diodes": 0,
  "initial_core_util": 0.2934,
  "cp-start-kind": "primary input",
  "cp.arrival_ps": 3280,
  "antenna_found_initial": 0,
  "yosys.cell_types.count": 53,
  "grt_pass1_vias": 1653,
  "slew_violations": 0,
  "port_buffers": 99,
  "grt_use_met2": 0.2049,
  "num_rows": 23,
  "synthToLayoutAreaGrowth_pct": 75.75,
  "ctsHoldBuffers": 0,
  "fp.dieH_um": 86,
  "fmax_mhz": 237.8,
  "synth_area_mm2": 0.001207,
  "fp.dieW_um": 86,
  "hp-start": "instruction[17]",
  "period_minus_slack_ps": 4204,
  "die-area_mm2": 0.007396
}
## area by class of cell
type | count | share of cell area
multi-input cells | 139 | 0.4664
repair buffers | 107 | 0.4953
well taps | 50 | 0.02948
inverters | 5 | 0.008844
## per-stage QoR
step           setup slack [ps]  power, µW  hold slack (ps)  utilization
2_1_floorplan              1734      51.46             1887            -
5_1_grt                   137.6      125.2             2696       0.5157
4_1_cts                   362.3      113.9             2671       0.5157
3_3_place_gp              360.6      114.1             2667       0.5157
6_report                  395.5      112.5             2663       0.5157
3_5_place_dp              368.1      113.1             2677       0.5157
## how the worst max path moves through the flow
stage                   from  endpoint  slack [ps]  cells past startpoint
CTS           instruction[4]   imm[19]         360                      6
global route  instruction[4]    imm[9]         140                      6
finish        instruction[4]   imm[13]         400                      6
## metal layers
metal  share of wire  wire length (µm)
met5               0                 0
met4               0                 0
met3            0.15               726
met2            0.41              2064
met1            0.44              2212
## cells by family (layout without fill, tap and decap cells)
kind of cell	count (synthesis)	count (layout)	synth area share
AND-OR/OR-AND	55	55	0.3316
buffers and inverters	33	112	0.1803
AND/OR/NAND/NOR	75	75	0.4114
adder cells (fa/ha/maj)	4	4	0.04145
other	1	1	0.003106
XOR/XNOR	1	1	0.007255
multiplexers	3	3	0.02487
## cells in the mapped netlist, types with 2 or more instances
cell type,number,area (µm²)
a21o_1,20,150.1
nor3b_2,3,37.54
and2_1,7,43.79
or3_1,7,43.79
a22oi_1,4,30.03
a21oi_1,10,50.05
buf_4,18,135.1
nand2b_1,2,12.51
mux2i_1,3,30.03
a31oi_1,3,18.77
o32ai_1,2,17.52
nor2b_1,4,25.02
clkbuf_1,4,15.01
nand3b_1,3,22.52
buf_2,3,15.01
ha_1,4,50.05
buf_6,3,33.78
nor3_1,2,10.01
nor2_1,15,56.30
o21ai_0,4,20.02
inv_1,5,18.77
nand4_1,2,12.51
nand2_1,13,48.80
and3b_1,2,17.52
## worst max-delay path, stage by stage
cell and delay [ps]:
clkdlybuf4s50_1 810, nor2b_1 290, mux2i_1 120, nor3b_2 480, a21o_1 200, clkdlybuf4s50_1 460
## power breakdown
part           leakage, µW  switching (µW)  internal (µW)
sequential               0               0              0
combinational     0.000910            46.3           66.2
clock                    0               0              0
total             0.000910            46.3           66.2
Power figures rest on the tool's default switching activity, not on a simulated workload.
